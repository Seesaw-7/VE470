File: /design/flow/run.sh
#!/bin/bash
# OpenROAD 26Q1-2900-gdf79404cd8, Yosys 0.63+post, stock flow scripts
make -C /OpenROAD-flow-scripts/flow DESIGN_CONFIG=/design/flow/config.mk WORK_HOME=/design/flow/orfs finish
File: /design/flow/design.v
`timescale 1ns/100ps
module mult_stage(
					input clock, reset, start,
					input [63:0] product_in, mplier_in, mcand_in,
					output logic done,
					output logic [63:0] product_out, mplier_out, mcand_out
				);
    parameter BIT_NUM = 8;
	logic [63:0] prod_in_reg, partial_prod_reg;
	logic [63:0] partial_product, next_mplier, next_mcand;
	assign product_out = prod_in_reg + partial_prod_reg;
	assign partial_product = mplier_in[BIT_NUM-1:0] * mcand_in;
	assign next_mplier = mplier_in >> BIT_NUM;
	assign next_mcand = mcand_in << BIT_NUM;
	always_ff @(posedge clock) begin
		prod_in_reg      <= product_in;
		partial_prod_reg <= partial_product;
		mplier_out       <= next_mplier;
		mcand_out        <= next_mcand;
	end
	always_ff @(posedge clock) begin
		if(reset)
			done <= 1'b0;
		else
			done <= start;
	end
endmodule
File: /design/flow/config.mk
export PLATFORM = sky130hd
export DESIGN_NAME = mult_stage
export DESIGN_NICKNAME = mult_stage
export VERILOG_FILES = /design/flow/design.v
export SDC_FILE = /design/flow/constraint.sdc
export NUM_CORES = 4
export LEC_CHECK = 1
export CORE_UTILIZATION = 40
File: /design/flow/constraint.sdc
current_design mult_stage

set clk_period 31.6
set clk_io_pct 0.2

create_clock -name clk0 -period $clk_period [get_ports {clock}]

set non_clock_inputs [all_inputs -no_clocks]
set_input_delay [expr $clk_period * $clk_io_pct] -clock clk0 $non_clock_inputs
set_output_delay [expr $clk_period * $clk_io_pct] -clock clk0 [all_outputs]
==> notes.md <==
fresh numbers from the pnr run: Yosys reg bits=241, CP Capture Type=register, Tmin final=11880 ps, Post-synth EDFFs=0, number of port buffers=371, WL final=roughly 64 mm, fillers=between 5000 and 6000, Post-route DRC=0, dominant register cell=dfxtp_1, non-filler cells in the finished layout=3563, critical-path maximum fanout=62, Yosys top cell by area=fa_1, Syn Inst Count=between 2000 and 2500, status=finished, final reports clean, Final Cycle Share=37.6%, HP Class=in -> reg, clock-pin slew on the worst setup and hold paths=70 ps, CP startpoint kind=primary input, hold depth=1, Core Region=0.0577 mm^2, Hold Path Origin=product_in[16], Pleak=12.9 nW, Num CTS Buffers=30, postcts setup bufs=0, Layout area overhead=23.0%, FP Util=40.4%, diode count=0, Top cell area share=29.9%, chip area=just under 0.06 mm^2, I/O pin cnt=388, GRT overflow=0, Synth top cell by count=and2_1, deepest clock path buffer count=3, first-pass GRT wire length=103 mm, Resized Gates After CTS=0, initial DRC count=between 1000 and 1500, MaxCap Viol Count=0, Max Fclk=84.2 MHz, CP Class=in -> reg, Final ANT Viol Nets=0, worst path required time=around 32000 ps, Seq share, synth=20.7%, Final Worst Setup Slack=19720 ps, Yosys warnings=1, Avg Synthesized Cell Area=9.50 um^2, largest net degree at the start of global routing=around 65, Hold Crit Endpoint=prod_in_reg[16], FFs w/ async S/R, synth=0%, H-tree depth=1, DRT Pass-1 Iters=6, CTS tree=yes, WL/cell=17.9 um, CTS sink count=241, initial antenna violation count=1, Synth Cell Area=between 0.02 and 0.025 mm^2, Global Route Usage Sum=23.2%, Crit path arrival time=~12000 ps, max_slew headroom=46.4%, post-route setup TNS=0 ps, Placed Cells=~3500, synth cell count leaders=401 x and2_1, 349 x fa_1, 285 x inv_1, worst slew pin tran=804 ps, Vias=17923, DP HPWL=50.4 mm, Peak VDD IR=0.0467 mV, share of cells above drive strength 1=3.43%, # hold bufs at CTS=0, largest cells by area after synthesis=fa_1 30%, dfxtp_1 21%, and2_1 11%, pre-CTS setup slack=19080 ps, ys cells=about 2500, Slew Limit Fails=0, RSZ-0062 raised after global routing=false, CTS root buffer=clkbuf_16, Yosys cell types=between 70 and 80, Site Rows=88, overall die width=244 um, vias in the first global route=roughly 19000, stage-log warning count=25, vias per cell=5.03, Final Hold Viols=0, final RePlAce weighted congestion=0.948, YS chip area=0.0233 mm^2, pwr/cell area=96.8 mW/mm^2, final setup vio count=0, Die H=244 um
[worst max-delay path, stage by stage]
cell,delay [ps]
clkdlybuf4s50_1,450
buf_4,510
nand2_1,160
fa_1,530
fa_1,540
inv_1,50
fa_1,470
inv_1,50
fa_1,470
inv_1,40
ha_1,320
nand3_1,100
o22ai_2,230
o311ai_2,200
a221oi_2,380
a41o_1,320
o211ai_2,200
o41ai_4,440
a21oi_2,130
o31a_1,270
xnor2_1,130
[power breakdown]
group          total [mW]  internal (mW)  switching (mW)
clock network       0.367          0.223           0.144
registers           0.401          0.377          0.0240
logic                2.01          0.901            1.11
[final cells by class]
type / instances / area [um^2] / area share [%]
Tap cell: 765 / 957 / 3.33
Multi-Input combinational cell: 1836 / 17000 / 59.2
Sequential cell: 241 / 4820 / 16.8
Clock buffer: 39 / 845 / 2.94
Clock inverter: 17 / 241 / 0.841
Inverter: 285 / 1070 / 3.73
Timing Repair Buffer: 380 / 3770 / 13.1
[per-stage QoR]
step / area (um^2) / hold WS (ps) / power, mW / util [%]
detailed placement: 27600 / 6770 / 2.42 / 47.9
finish: 28700 / 6150 / 2.78 / 49.8
global route: 28700 / 6130 / 3.04 / 49.8
floorplan: 23400 / 6350 / 1.74 / -
global placement: 27600 / 6770 / 2.42 / 47.9
CTS: 28700 / 6110 / 2.80 / 49.8
[metal layers]
layer | GRT usage (%) | vias to the layer above | share of wire, %
met1 | 36.1 | 8679 | 47
met3 | 5.96 | 79 | 7.3
met4 | 5.07 | 0 | 2.7
met5 | 0.0817 | - | 0
li1 | - | 8550 | -
met2 | 33.9 | 615 | 43
[worst max path at each step]
stage,startpoint,to,slack (ps),depth (start not counted)
after CTS,mplier_in[3],partial_prod_reg[59],19730,20
after global routing,mplier_in[2],partial_prod_reg[62],19360,21
final,mplier_in[2],partial_prod_reg[62],19720,21
[kinds of logic (layout without fill, tap and decap cells)]
kind of cell / count (synthesis) / after routing / synth area share [%]
simple gates: 786 / 786 / 18.5
xor+xnor: 129 / 129 / 4.84
flops: 241 / 241 / 20.7
compound gates: 421 / 421 / 12.0
other cells: 1 / 16 / 0.0161
buf+inv: 395 / 721 / 6.73
fa+ha+maj: 484 / 484 / 37.2
[placed cells by master (no fill, tap or decap), types with 14 or more instances in the layout]
cell / Yosys / routed
nand4_1: 37 / 37
nand2b_1: 16 / 16
nor2b_1: 20 / 20
fa_1: 349 / 349
nand2_1: 173 / 173
dfxtp_1: 241 / 241
clkdlybuf4s50_1: 0 / 369
ha_1: 135 / 135
inv_1: 285 / 285
clkbuf_16: 0 / 30
a21o_1: 59 / 59
a21oi_1: 140 / 140
o21bai_1: 23 / 23
o21ai_1: 14 / 14
and2_1: 401 / 401
nor2_1: 62 / 62
nor3_1: 18 / 18
xor2_1: 42 / 42
conb_1: 1 / 16
o21ai_0: 63 / 63
xnor2_1: 87 / 87
nand3_1: 28 / 28
Power is estimated from default activity; no workload was simulated.
